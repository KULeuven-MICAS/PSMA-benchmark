## design/flow/design.v

```verilog
module counter(clk, rst, count, out); 
    input       clk, rst; 
    input [3:0] count; 
    output      out;
    logic [3:0] cnt; 
    logic [3:0] cnt_next; 
    logic       out_tmp; 
    always @(posedge clk) begin
        if(rst) begin
            out_tmp <= 1'b1;
            cnt <= '0; 
        end
        else if(cnt == count) begin
            cnt <= '0;
            out_tmp <= 1'b1;
        end
        else begin
            cnt <= cnt_next;
            out_tmp <= 1'b0; 
        end
    end
    assign cnt_next = cnt + 1'b1; 
    assign out = out_tmp; 
endmodule
```

## design/flow/run.sh

```bash
#!/bin/bash
# OpenROAD 26Q1-2900-gdf79404cd8, Yosys 0.63+post, stock flow scripts
make -C /OpenROAD-flow-scripts/flow DESIGN_CONFIG=/design/flow/config.mk WORK_HOME=/design/flow/orfs finish
```

## design/flow/config.mk

```make
export PLATFORM = sky130hd
export DESIGN_NAME = counter
export DESIGN_NICKNAME = counter
export VERILOG_FILES = /design/flow/design.v
export SDC_FILE = /design/flow/constraint.sdc
export NUM_CORES = 4
export LEC_CHECK = 1
export CORE_AREA = 10 10 70 70
export DIE_AREA = 0 0 80 80
```

## design/flow/constraint.sdc

```tcl
current_design counter

set clk_period 1.5
set clk_io_pct 0.2

create_clock -name clk0 -period $clk_period [get_ports {clk}]

set non_clock_inputs [all_inputs -no_clocks]
set_input_delay [expr $clk_period * $clk_io_pct] -clock clk0 $non_clock_inputs
set_output_delay [expr $clk_period * $clk_io_pct] -clock clk0 [all_outputs]
```

==> impl_metrics.csv <==
group,metric,value,unit
critical_path,path_cells,"clkdlybuf4s50_1",
final_timing,rsz0062_at_grt,"no",
power,clkPwrFrac,42.5,%
outcome,outcome,"finished, final reports clean",
final_timing,fmax,747,MHz
final_timing,tns,0,ps
final_timing,finalCritPeriodShare,89.2,%
critical_path,worstPathRequired,1200,ps
drt,via_per_inst,1.89,
synth,synthDistinctLibCells,8,
critical_path,worstPathArrival,1040,ps
place,port_buffers,6,
cells_and_area,fin_cells,75,
grt,grt_pass1_wl,765,um
cells_and_area,fillerInstances,403,
clock_tree,postCtsHoldBufs,0,
synth,synth_seq_share,50.3,%
floorplan,fp.coreArea,0.00342,mm2
clock_tree,root_buffer,"clkbuf_4",
clock_tree,clock_latency,240,ps
power,switching_power,0.0808,mW
floorplan,die_w,80,um
synth,synth_flops,5,
drt,wl_per_cell,5.96,um
synth,yosys_warnings,1,
critical_path,startpoint_type,"register",
drt,antenna_cells,0,
floorplan,dieArea,0.00640,mm2
critical_path,cp_top_family,"buffers and inverters",
final_timing,worst_pin_slew,170,ps
final_timing,fin_skew,1.21,ps
critical_path,end_kind,"output pin",
final_timing,slew_viol_final,0,
grt,grt_max_degree,6,
cells_and_area,final_cell_mix,"6 x clkdlybuf4s50_1, 5 x xnor2_1, 5 x dfxtp_1",
synth,synth_area,199,um2
clock_tree,clk_pin_slew,40,ps
synth,yosys_area,199,um2
clock_tree,h-tree-depth,1,
clock_tree,cts_setup_buffers,0,
critical_path,critPathKind,"reg2out",
clock_tree,cts-resized-gates,0,
power,p_seq_share,43.6,%
power,switching_share,22.4,%
synth,top_cells_by_area,"dfxtp_1 50%, xnor2_1 22%, nor2_1 7.5%",
floorplan,ioPinCount,7,
drt,drt_iter0_markers,3,
run,warnings,25,
drt,first_pass_iters,2,
min_path,hp-class,"reg2reg",
final_timing,slew_headroom,88.6,%
clock_tree,clockBufferDepth,2,
final_timing,setup_viol,0,
critical_path,crit_slowest_cell,"clkdlybuf4s50_1",
drt,routed_wl,447,um
grt,groute.usage.overall,1.60,%
power,power.density,1050,mW/mm2
place,dp.cells,71,
clock_tree,cts_sinks,5,
synth,syn_avg_cell_area,10.5,um2
power,internal_power,0.279,mW
place,place_congestion,0.743,
critical_path,slowest_delay,470,ps
power,total_leakage_power,0.119,nW
synth,ys_cells,19,
floorplan,fp_util,5.82,%
cells_and_area,drive_gt1_share,10.3,%
drt,post-route-drc-count,0,
clock_tree,cts_tree,"built",
drt,drtAntennaViolNets,0,
critical_path,path_buffers,1,
synth,synthCells,19,
final_timing,min_period,1340,ps
grt,antenna_found_initial,0,
synth,top_area_cell,"dfxtp_1",
floorplan,num_rows,21,
cells_and_area,mostFrequentLayoutCell,"clkdlybuf4s50_1",
synth,top_area_share,50.3,%
clock_tree,cts_made_buffers,3,
cells_and_area,synthToLayoutAreaGrowth,72.3,%
critical_path,path_max_fanout,1,
grt,grt_pass1_vias,165,
drt,vias,142,
floorplan,die.size.y,80,um
grt,grt-ovfl-total,0,
run,maxCapViolCount,0,
final_timing,hold_viol,0,
power,ir_drop,0.000192,V
place,dp_hpwl,326,um
power,p_comb_share,13.9,%
-- synthesized netlist by cell type --
cell     number
inv_1         1
dfxtp_1       5
ha_1          1
a41o_1        1
xor2_1        1
nor2_1        4
nand3_1       1
xnor2_1       5
-- per-layer routing --
layer,wire length [um],global-route usage [%],vias up,part of all wire (%)
li1,-,-,80,-
met1,268,2.20,53,60
met2,92,1.28,9,21
met3,86,2.05,0,19
met4,0,0.352,0,0
met5,0,0,-,0
-- per-stage QoR --
| step | power, mW | setup slack (ps) | utilization, % | cell area [um2] | hold slack, ps |
|---|---|---|---|---|---|
| CTS | 0.369 | 146 | 10.0 | 343 | 492 |
| detailed placement | 0.209 | 151 | 9.27 | 317 | 482 |
| global route | 0.394 | 124 | 10.0 | 343 | 552 |
| finish | 0.360 | 162 | 10.0 | 343 | 490 |
| global placement | 0.208 | 181 | 9.27 | 317 | 469 |
| floorplan | 0.184 | 621 | - | 199 | 440 |
-- final cells by class --
cell class                 instances  area [um2]  share of cell area [%]
tap                               46        57.6                    16.8
timing repair buffer               6        60.1                    17.5
multi-input combinational         13        95.1                    27.7
clock buffer                       4        26.3                    7.66
inverter                           1        3.75                    1.09
sequential                         5         100                    29.2
-- flip-flops by register name (all words and copies together), names as in the netlist --
register	count
cnt	4
out_tmp	1
-- logic make-up (layout without fill, tap and decap cells) --
family	count (synthesis)	after routing	synth area share [%]
XOR/XNOR	6	6	26.4
AND/OR/NAND/NOR	5	5	10.1
AND-OR/OR-AND	1	1	5.03
adder cells (fa/ha/maj)	1	1	6.29
buffers and inverters	1	11	1.88
flip-flops	5	5	50.3
-- final timing paths --
kind	from	endpoint	slack, ps	cells past startpoint
setup / recovery	out_tmp$_SDFF_PP1_	out	160	1
hold / removal	cnt[0]$_SDFF_PP0_	cnt[0]$_SDFF_PP0_	490	1
setup reg to reg	cnt[0]$_SDFF_PP0_	cnt[3]$_SDFF_PP0_	510	3
hold reg to reg	cnt[0]$_SDFF_PP0_	cnt[0]$_SDFF_PP0_	490	1
-- power by group through the flow --
stage / clock network (mW) / registers [mW] / logic (mW)
CTS: 0.161 / 0.157 / 0.0507
global route: 0.178 / 0.159 / 0.0566
finish: 0.153 / 0.157 / 0.0500
Power is estimated from default activity; no workload was simulated.
